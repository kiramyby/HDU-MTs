--- ./run.sh ---
#!/bin/bash
# OpenROAD 26Q1-2900-gdf79404cd8, Yosys 0.63+post, stock flow scripts
make -C /OpenROAD-flow-scripts/flow DESIGN_CONFIG=/design/flow/config.mk WORK_HOME=/design/flow/orfs finish
--- ./config.mk ---
export PLATFORM = sky130hd
export DESIGN_NAME = board_top__reg_file32
export DESIGN_NICKNAME = board_top__reg_file32
export VERILOG_FILES = /design/flow/design.v
export SDC_FILE = /design/flow/constraint.sdc
export NUM_CORES = 4
export LEC_CHECK = 1
export CORE_UTILIZATION = 50
--- ./constraint.sdc ---
current_design board_top__reg_file32

set clk_period 3.8
set clk_io_pct 0.2

create_clock -name clk0 -period $clk_period [get_ports {clk}]
create_clock -name clk1 -period $clk_period [get_ports {swb}]

set non_clock_inputs [all_inputs -no_clocks]
set_input_delay [expr $clk_period * $clk_io_pct] -clock clk0 $non_clock_inputs
set_output_delay [expr $clk_period * $clk_io_pct] -clock clk0 [all_outputs]
--- ./design.v ---
module alu (
    ALU_OP, ALU_A, ALU_B, ALU_F,
    ZF, CF, OF, SF
);
input  [3:0]  ALU_OP;      
input  [31:0] ALU_A;      
input  [31:0] ALU_B;       
output reg  [31:0] ALU_F;
output        ZF;            
output        CF;            
output        OF;            
output        SF;            
reg C32 = 1'b0;
always @(ALU_OP, ALU_A, ALU_B)
begin
    case (ALU_OP)
        4'b0000: begin   
            {C32, ALU_F} = ALU_A + ALU_B;
        end
        4'b0001: begin   
            {C32, ALU_F} = {1'b0, ALU_A << ALU_B[4:0]};
        end
        4'b0010: ALU_F = ($signed(ALU_A) < $signed(ALU_B)) ? 32'd1 : 32'd0;   
        4'b0011: ALU_F = (ALU_A < ALU_B) ? 32'd1 : 32'd0;   
        4'b0100: ALU_F = ALU_A ^ ALU_B;            
        4'b0101: begin   
            {C32, ALU_F} = {1'b0, ALU_A >> ALU_B[4:0]};
        end
        4'b0110: ALU_F = ALU_A | ALU_B;            
        4'b0111: ALU_F = ALU_A & ALU_B;            
        4'b1000: begin   
            {C32, ALU_F} = ALU_A - ALU_B;
        end
        4'b1101: begin   
            {C32, ALU_F} = {ALU_A[31], $signed(ALU_A) >>> ALU_B[4:0]};
        end
        default: {C32, ALU_F} = 33'b0;
    endcase
end
assign ZF = (ALU_F == 32'd0);
assign SF = ALU_F[31];
assign CF = (ALU_OP == 4'b0000) ? C32 :
            (ALU_OP == 4'b1000) ? ~C32 : 1'b0;
assign OF = ALU_A[31] ^ ALU_B[31] ^ C32 ^ ALU_F[31];
endmodule
`timescale 1ns / 1ps
module board_top__reg_file32(
    clk, swb, sw,
    led, seg, which, enable
);
input            clk;
input   [1:4]    swb;
input   [1:32]   sw;
output  [1:4]    led;
output  [7:0]    seg;
output  [2:0]    which;
output reg enable = 1;
reg_file32_top reg_file32_top_inst (
    .clk(clk),
    .clk_RR(swb[1]),
    .clk_F(swb[2]),
    .clk_WB(swb[3]),
    .W_Addr(sw[1:5]),
    .ALU_OP(sw[29:32]),
    .R_Addr_A(sw[6:10]),
    .R_Addr_B(sw[11:15]),
    .cus(sw[16:19]),
    .FR(led),
    .seg(seg),
    .which(which),
    .cus_enable(swb[4]),
    .Reg_Write(sw[28]),
    .rst_n(sw[27])
);
endmodule
module reg_file32_top (
    clk, Reg_Write, clk_RR, clk_F, clk_WB , W_Addr, ALU_OP,
    R_Addr_A, R_Addr_B ,FR , seg, which, rst_n,
    cus_enable, cus
);
input         clk;
input         Reg_Write;
input         clk_F;
input         clk_WB;
input         clk_RR;
input         rst_n;
input         cus_enable;
input  [3:0]  cus;
input  [3:0]  ALU_OP;
input  [4:0]  W_Addr;
input  [4:0]  R_Addr_A;
input  [4:0]  R_Addr_B;
output [3:0]  FR;
output [7:0] seg;
output [2:0] which;
wire [31:0] reg_a;
wire [31:0] reg_b;
wire [31:0] alu_a;
wire [31:0] alu_b;
wire [31:0] alu_f;
wire [3:0]  alu_fr;
wire [31:0] F;
reg [31:0] F_;
always @(*) begin 
    if ( cus_enable ) begin
         F_[3:0] = cus;
         F_[31:4] = F[31:4];
    end
    else begin 
        F_ =  F;
    end
end
reg_file32 reg_file32_inst (
    .Reg_Write(Reg_Write),
    .R_Addr_A(R_Addr_A),
    .R_Addr_B(R_Addr_B),
    .W_Addr(W_Addr),
    .W_Data(F_),
    .R_Data_A(reg_a),
    .R_Data_B(reg_b),
    .clk_Regs(clk_WB),
    .rst_n(rst_n)
);
alu ALU (
    .ALU_OP(ALU_OP),
    .ALU_A(alu_a),
    .ALU_B(alu_b),
    .ZF(alu_fr[3]),
    .SF(alu_fr[2]),
    .OF(alu_fr[1]),
    .CF(alu_fr[0]),
    .ALU_F(alu_f)
);
reg_b32 A (
    .clk(clk_RR),
    .rst_n(rst_n),
    .d(reg_a),
    .q(alu_a)
);
reg_b32 B (
    .clk(clk_RR),
    .rst_n(rst_n),
    .d(reg_b),
    .q(alu_b)
);
reg_b32 result_reg (
    .clk(clk_F),
    .rst_n(rst_n),
    .d(alu_f),
    .q(F)
);
reg_b4 flag_reg (
    .clk(clk_F),
    .rst_n(rst_n),
    .d(alu_fr),
    .q(FR)
);
display display_inst (
    .clk(clk),
    .data(F),
    .which(which),
    .seg(seg)
);
endmodule
`timescale 1ns / 1ps
module display(clk, data, which, seg,
    count, digit);  
    input clk;  
    input [32:1] data;  
    output reg [2:0] which = 0;  
    output reg [7:0] seg;  
    output reg [10:0] count = 0;  
    always @(posedge clk) count <= count + 1'b1;
    always @(negedge clk) if (&count) which <= which + 1'b1;
    output reg [3:0] digit;  
    always @* case (which)
        0: digit <= data[32:29];  
        1: digit <= data[28:25];
        2: digit <= data[24:21];
        3: digit <= data[20:17];
        4: digit <= data[16:13];
        5: digit <= data[12:09];
        6: digit <= data[08:05];
        7: digit <= data[04:01];  
    endcase
    always @* case (digit)  
        4'h0: seg <= 8'b0000_0011;  
        4'h1: seg <= 8'b1001_1111;  
        4'h2: seg <= 8'b0010_0101;
        4'h3: seg <= 8'b0000_1101;
        4'h4: seg <= 8'b1001_1001;
        4'h5: seg <= 8'b0100_1001;
        4'h6: seg <= 8'b0100_0001;
        4'h7: seg <= 8'b0001_1111;
        4'h8: seg <= 8'b0000_0001;
        4'h9: seg <= 8'b0000_1001;
        4'hA: seg <= 8'b0001_0001;
        4'hB: seg <= 8'b1100_0001;
        4'hC: seg <= 8'b0110_0011;
        4'hD: seg <= 8'b1000_0101;
        4'hE: seg <= 8'b0110_0001;
        4'hF: seg <= 8'b0111_0001;
    endcase
endmodule  
module reg_file32 ( 
    Reg_Write, R_Addr_A, R_Addr_B, W_Addr, W_Data, 
    R_Data_A, R_Data_B, clk_Regs, rst_n
);
    input [31:0] W_Data;
    input [4:0] R_Addr_A, R_Addr_B, W_Addr;
    input Reg_Write, clk_Regs, rst_n;
    output reg [31:0] R_Data_A, R_Data_B;
    reg [31:0] reg_file[0:31];
    integer  i;
    always @(posedge clk_Regs or negedge rst_n) begin
        if (!rst_n) begin
            for (i = 0; i < 32; i = i + 1) begin
                reg_file[i] = 32'b0;
            end
        end else if (Reg_Write && W_Addr != 5'b00000) begin
            reg_file[W_Addr] = W_Data;
        end
    end
    always @(*) begin
        R_Data_A = (R_Addr_A == 5'b00000) ? 32'b0 : reg_file[R_Addr_A]; 
        R_Data_B = (R_Addr_B == 5'b00000) ? 32'b0 : reg_file[R_Addr_B];
    end
endmodule
module reg_b32 (
    clk, rst_n, d, q
);
input         clk;
input         rst_n;
input  [31:0] d;
output reg  [31:0] q;
always @ (negedge rst_n or posedge clk)
begin
    if (!rst_n)
        q <= 32'b0;
    else
        q <= d;
end
endmodule
module reg_b4 (
    clk, rst_n, d, q
);
input         clk;
input         rst_n;
input  [3:0] d;
output reg  [3:0] q;
always @ (negedge rst_n or posedge clk)
begin
    if (!rst_n)
        q <= 4'b0;
    else
        q <= d;
end
endmodule
==> notes.md <==
- **Crit Path Category** flop to primary output
- **maximum resistive drop on vdd** 0.542 mV
- **kind of end point of the critical path** primary output
- **hold slack** 0.225 ns
- **total number of placement rows** 128
- **antenna violations before repair** 16
- **remaining routing DRC violations** 0
- **final routed wirelength across all metal layers** 324000 µm
- **setup repair after global routing missed its margin** yes
- **pre-CTS worst setup slack** -1.59 ns
- **post-synthesis instance total** 5670
- **Mapped Area** 61300 µm²
- **area figure in the yosys stat output** 61300 µm²
- **P&R area growth vs syn** 23.7%
- **wire length of the first global-routing pass** 449000 µm
- **Post-synth ARST share** 0.986
- **endpoints left unconstrained** 1
- **Detailed Place HPWL** 207000 µm
- **Sequential Area** 27600 µm²
- **detailed-route vias per instance** 7.43
- **routed via count** 59282
- **hold_buf cts** 0
- **outcome** finished, violations left
- **count of buffering cells on the critical path with inverters included** 5
- **CTS tree** built
- **Yosys warnings** 8
- **Critical Path, Cell by Cell** ha_4, ha_4, buf_6, a222oi_1, o2111ai_2, o21a_4, buf_6, ha_4, buf_6, buf_6, nand2_2, a31oi_1, buf_2
- **total congestion overflow after global routing** 0
- **count of warning messages emitted by the tools** 1492
- **GRT Util Overall** 0.544
- **CP arrival** 4.64 ns
- **proportion of power drawn by flip-flops and latches** 0.396
- **final count of pins violating max slew** 0
- **Die Area** 124000 µm²
- **power dissipated by switching net loads** 15.0 mW
- **area of the core** 122000 µm²
- **class of the tightest hold or removal check** input pin to asynchronous set/reset pin
- **number of hold violations in the final report** 0
- **count of buffers from port buffering** 39
- **failing checks** setup timing
- **Die Ht** 352 µm
- **final antenna-violating net count** 0
- **count of unclocked register or latch pins** 1
- **synthesized area per cell** 10.8 µm²
- **main flop type** sky130_fd_sc_hd__dfrtp_1
- **share of cells above drive strength 1** 0.368
- **max_slew headroom** 0.0683
- **power density of the placed cells** 578 nW/µm²
- **cell count listed in synth_stat.txt** 5670
- **router iterations before antenna repair** 13
- **flip-flop and latch count after synthesis** 1106
- **relative contribution of combinational cells to total power** 0.349
- **routability congestion estimate from global placement** 1.09
- **CP Max Fanout** 4
- **setup TNS after final layout** -11.50 ns
- **Final setup viols** 10
- **Post-synth EDFFs** 3
- **required time at the worst-slack endpoint** 3.04 ns
- **drt wl/cell** 40.6 µm
- **iteration-0 DRC count of the detailed router** 7218
- **cell internal pwr** 28.9 mW
- **# Max-Cap Violations** 0
- **critical path startpoint category** flop
- **maximum number of pins on one net before global-route repair** 125
- **slowest stage cell on the critical path** sky130_fd_sc_hd__edfxtp_1
- **Worst Tran Pin Value** 1.39 ns
- **vias in the first global route** 59179
- **fill count** 9612
- **Worst Slack Setup Final** -1.60 ns
- **fp_density** 0.504
- **Final Power** 43.8 mW
- **Switching Share** 0.341
- **Setup Skew** 0.260 ns
- **register clock-pin slew on the reported worst setup and hold paths** 0.05 ns
- **kind of cell adding the most delay to the critical path** AND-OR/OR-AND gates
- **static leakage power** 34.1 nW
- **clock network fraction of total power** 0.255
- **delay of the slowest cell on the worst path** 0.51 ns
- **area taken by multi-input logic gates** 32400 µm²
- **chip width** 352 µm
- **ports placed on the boundary** 53
- **critical path's most frequent cell** sky130_fd_sc_hd__buf_6
- **count of different cell masters after synthesis** 98
## cells in the final DEF, fill, tap and decap left out, types with 19 or more instances in the layout
master / count
sky130_fd_sc_hd__a222oi_1: 71
sky130_fd_sc_hd__nor3_1: 100
sky130_fd_sc_hd__clkbuf_8: 28
sky130_fd_sc_hd__mux2i_1: 62
sky130_fd_sc_hd__a21oi_1: 308
sky130_fd_sc_hd__inv_1: 110
sky130_fd_sc_hd__nand2b_1: 19
sky130_fd_sc_hd__a221oi_1: 247
sky130_fd_sc_hd__buf_4: 799
sky130_fd_sc_hd__mux4_2: 51
sky130_fd_sc_hd__clkinv_2: 22
sky130_fd_sc_hd__a211oi_1: 37
sky130_fd_sc_hd__o211ai_1: 35
sky130_fd_sc_hd__clkbuf_1: 21
sky130_fd_sc_hd__a22o_1: 247
sky130_fd_sc_hd__ha_1: 90
sky130_fd_sc_hd__clkbuf_16: 137
sky130_fd_sc_hd__nor2_1: 186
sky130_fd_sc_hd__diode_2: 19
sky130_fd_sc_hd__mux2_2: 898
sky130_fd_sc_hd__dfrtp_1: 1083
sky130_fd_sc_hd__nor2_4: 75
sky130_fd_sc_hd__nand3_1: 106
sky130_fd_sc_hd__nand2_1: 276
sky130_fd_sc_hd__nand4_1: 130
sky130_fd_sc_hd__a22oi_1: 363
sky130_fd_sc_hd__clkdlybuf4s50_1: 24
sky130_fd_sc_hd__o21ai_0: 157
sky130_fd_sc_hd__nor2b_1: 19
sky130_fd_sc_hd__buf_12: 110
## cell families (layout without fill, tap and decap cells)
family / Yosys count / after routing / share of synthesized area
xor gates and xnor gates: 23 / 23 / 0.00328
and+or+nand+nor: 1062 / 1062 / 0.0828
latches: 1 / 1 / 0.000245
muxes: 1015 / 1015 / 0.195
adders and majority gates: 112 / 112 / 0.0231
other: 1 / 21 / 0.0000611
buffers and inverters: 659 / 1323 / 0.0425
AOI/OAI and AO/OA: 1692 / 1692 / 0.203
DFF: 1105 / 1105 / 0.450
## repair_timing
item,CTS,global route
resized,97,66
setup endpoints to repair,16,13
pin swaps,29,36
buffers inserted,13,14
gates cloned,1,0
## registers in the layout, indices dropped and copies added (netlist names)
signal                                        flops
reg_file32_top_inst.reg_file32_inst.reg_file    992
reg_file32_top_inst.A.q                          32
reg_file32_top_inst.B.q                          32
reg_file32_top_inst.result_reg.q                 31
reg_file32_top_inst.display_inst.count           11
reg_file32_top_inst.flag_reg.q                    4
reg_file32_top_inst.display_inst.which            3
reg_file32_top_inst.ALU.C32                       1
## metal layers
metal  up-vias  part of all wire  track usage
li1      23090                 -            -
met1     29000              0.32        0.630
met2      5240              0.40        0.725
met3      1908              0.16        0.345
met4        44              0.10        0.383
met5         -            0.0046        0.120
## power by group through the flow
| stage | logic, mW | registers, mW | clock network, mW |
|---|---|---|---|
| 4_1_cts | 14.6 | 17.1 | 13.3 |
| 6_report | 15.3 | 17.3 | 11.2 |
| 5_1_grt | 16.0 | 17.5 | 13.8 |
## synthesized netlist by cell type, types with 8 or more instances
cell | n | area (µm²)
sky130_fd_sc_hd__nand3b_1 | 9 | 67.6
sky130_fd_sc_hd__nand2_1 | 290 | 1090
sky130_fd_sc_hd__o221ai_1 | 9 | 78.8
sky130_fd_sc_hd__clkbuf_1 | 470 | 1760
sky130_fd_sc_hd__o21ai_0 | 167 | 836
sky130_fd_sc_hd__and3_1 | 15 | 93.8
sky130_fd_sc_hd__xnor2_1 | 19 | 166
sky130_fd_sc_hd__mux2i_1 | 62 | 621
sky130_fd_sc_hd__a31oi_1 | 20 | 125
sky130_fd_sc_hd__buf_2 | 21 | 105
sky130_fd_sc_hd__a211o_1 | 11 | 96.3
sky130_fd_sc_hd__or2_2 | 8 | 50.1
sky130_fd_sc_hd__a21oi_1 | 313 | 1570
sky130_fd_sc_hd__nor2_1 | 264 | 991
sky130_fd_sc_hd__or3_1 | 19 | 119
sky130_fd_sc_hd__dfxtp_1 | 11 | 220
sky130_fd_sc_hd__nand2b_1 | 23 | 144
sky130_fd_sc_hd__a22o_1 | 247 | 2160
sky130_fd_sc_hd__nor3_1 | 104 | 521
sky130_fd_sc_hd__inv_1 | 116 | 435
sky130_fd_sc_hd__o21bai_1 | 13 | 97.6
sky130_fd_sc_hd__buf_1 | 37 | 139
sky130_fd_sc_hd__nand3_1 | 110 | 551
sky130_fd_sc_hd__mux4_2 | 50 | 1130
sky130_fd_sc_hd__o22ai_1 | 20 | 125
sky130_fd_sc_hd__dfrtp_1 | 1091 | 27300
sky130_fd_sc_hd__ha_1 | 110 | 1380
sky130_fd_sc_hd__o32ai_1 | 9 | 78.8
sky130_fd_sc_hd__mux2_2 | 899 | 10100
sky130_fd_sc_hd__nor2b_1 | 19 | 119
sky130_fd_sc_hd__nand4_1 | 130 | 813
sky130_fd_sc_hd__nor4_1 | 24 | 150
sky130_fd_sc_hd__a22oi_1 | 364 | 2730
sky130_fd_sc_hd__a221oi_1 | 248 | 2170
sky130_fd_sc_hd__a21o_1 | 12 | 90.1
sky130_fd_sc_hd__o211ai_1 | 35 | 263
sky130_fd_sc_hd__o2111ai_1 | 14 | 123
sky130_fd_sc_hd__a222oi_1 | 71 | 711
sky130_fd_sc_hd__and2_1 | 15 | 93.8
sky130_fd_sc_hd__o21a_1 | 8 | 60.1
sky130_fd_sc_hd__a211oi_1 | 44 | 330
## worst paths after layout
path | startpoint | end | slack (ns) | cells after the start
max | reg_file32_top_inst.display_inst.which[1]$_DFFE_NP_ | seg[4] | -1.60 | 13
min | sw[27] | asynchronous set/reset pin | 0.22 | 1
max reg2reg | reg_file32_top_inst.B.q[0]$_DFF_PN0_ | reg_file32_top_inst.flag_reg.q[3]$_DFF_PN0_ | -0.70 | 13
min reg2reg | reg_file32_top_inst.display_inst.count[4]$_DFF_P_ | reg_file32_top_inst.display_inst.count[4]$_DFF_P_ | 0.45 | 1
max in group clk1 | reg_file32_top_inst.B.q[0]$_DFF_PN0_ | reg_file32_top_inst.flag_reg.q[3]$_DFF_PN0_ | -0.70 | 13
max in group asynchronous | sw[27] | reg_file32_top_inst.B.q[0]$_DFF_PN0_ | 2.29 | 2
min in group clk1 | swb[4] | flop | 0.29 | 6
min in group clk0 | reg_file32_top_inst.display_inst.count[4]$_DFF_P_ | reg_file32_top_inst.display_inst.count[4]$_DFF_P_ | 0.45 | 1
## through the flow
stage / utilization / cell area [µm²] / cells
floorplan: - / 61600 / 5671
global placement: 0.579 / 70500 / 7694
detailed placement: 0.579 / 70500 / 7694
CTS: 0.620 / 75500 / 7947
global route: 0.623 / 75900 / 7965
finish: 0.624 / 75900 / 7979
## area by class of cell
cell class | instances | area share
Clock buffer | 187 | 0.0514
Sequential cell | 1106 | 0.364
Clock inverter | 53 | 0.00847
Inverter | 117 | 0.00598
Timing Repair Buffer | 966 | 0.115
Multi-Input combinational cell | 3906 | 0.427
Antenna cell | 19 | 0.000626
Tap cell | 1625 | 0.0268
Power is estimated from default activity; no workload was simulated.
