File: ./design.v
module id1 (
    inst, rs1, rs2, rd, opcode, funct3, funct7, imm32
);
    input [31:0] inst;
    output reg [4:0] rs1, rs2, rd;
    output reg [6:0] opcode;
    output reg [2:0] funct3;
    output reg [6:0] funct7;
    output reg [31:0] imm32;
    always @(*) begin
        rs1 = inst[19:15];
        rs2 = inst[24:20];
        rd = inst[11:7];
        opcode = inst[6:0];
        funct3 = inst[14:12];
        funct7 = inst[31:25];
    end
    immu ImmU (
        .inst(inst),
        .imm32(imm32)
    );
endmodule
module immu (
    inst, imm32
);
    input [31:0] inst;
    output reg [31:0] imm32;
    reg [2:0] inst_Type;  
    wire [6:0] opcode = inst[6:0];  
    always @(*) begin
        case (opcode)
            7'b1100011: begin
                inst_Type = 3'b011;  
                imm32 = {{19{inst[31]}}, inst[7], inst[30:25], inst[11:8], 1'b0};
            end
            7'b0010011: begin
                inst_Type = 3'b100;  
                imm32 = {{20{inst[31]}}, inst[31:20]};
            end
            7'b1101111: begin
                inst_Type = 3'b101;  
                imm32 = {{12{inst[31]}}, inst[19:12], inst[20], inst[30:21], 1'b0};
            end
            7'b1100111: begin
                inst_Type = 3'b110;  
                imm32 = {{20{inst[31]}}, inst[31:20]};
            end
            7'b0000011: begin
                inst_Type = 3'b111;  
                imm32 = {{20{inst[31]}}, inst[31:20]};
            end
            7'b0100011: begin
                inst_Type = 3'b111;  
                imm32 = {{20{inst[31]}}, inst[31:25], inst[11:7]};
            end
            7'b0110111: begin
                inst_Type = 3'b001;  
                imm32 = {inst[31:12], 12'b0};
            end
            default: begin
                imm32 = 32'b0;
                inst_Type = 3'b000;
            end
        endcase
    end
endmodule
File: ./run.sh
#!/bin/bash
# OpenROAD 26Q1-2900-gdf79404cd8, Yosys 0.63+post, stock flow scripts
make -C /OpenROAD-flow-scripts/flow DESIGN_CONFIG=/design/flow/config.mk WORK_HOME=/design/flow/orfs finish
File: ./config.mk
export PLATFORM = sky130hd
export DESIGN_NAME = id1
export DESIGN_NICKNAME = id1
export VERILOG_FILES = /design/flow/design.v
export SDC_FILE = /design/flow/constraint.sdc
export NUM_CORES = 4
export LEC_CHECK = 1
export CORE_AREA = 10 10 71 71
export DIE_AREA = 0 0 81 81
File: ./constraint.sdc
current_design id1

set clk_period 3.3
set clk_io_pct 0.2

create_clock -name clk0 -period $clk_period

set non_clock_inputs [all_inputs -no_clocks]
set_input_delay [expr $clk_period * $clk_io_pct] -clock clk0 $non_clock_inputs
set_output_delay [expr $clk_period * $clk_io_pct] -clock clk0 [all_outputs]
==> results.sh <==
# physical design summary
export IMPL_timing_final_crit_share_pct=95.2
export IMPL_gp_congestion=0.811
export IMPL_holdPathEnd="opcode[2]"
export IMPL_areaGrowthSynthToFinish_pct=98.9
export IMPL_grt_pass1_wl_um=5080
export IMPL_worstSetupEndpointType="primary output"
export IMPL_antenna_found_initial=0
export IMPL_post_synth_num_cell_types=28
export IMPL_ys_seq_share_pct=0
export IMPL_yosysTopAreaCell="buf_4"
export IMPL_power_density_nw_per_um2=82.6
export IMPL_crit_fanout=8
export IMPL_placed_cells=220
export IMPL_drive_above_1_share_pct=9.88
export IMPL_power_leakage_uw=0.000754
export IMPL_holdPathStages=2
export IMPL_relSlewSlack_pct=71.8
export IMPL_dieWidth_um=81
export IMPL_grt_pass1_vias=923
export IMPL_drv_cap=0
export IMPL_final_cell_mix="clkdlybuf4s50_1, a21o_1, and2_1"
export IMPL_clock_buffers=0
export IMPL_viasPerCell=4.30
export IMPL_rsz0062_at_grt="false"
export IMPL_status="finished, final reports clean"
export IMPL_n_fill_cell=351
export IMPL_io_buffer_count=96
export IMPL_grt_usage_pct=9.31
export IMPL_layout_min_cycle_time_ns=3.14
export IMPL_synth_top_cell_area_share_pct=32.4
export IMPL_min_path_type="input pin to primary output"
export IMPL_seq_cell_count=0
export IMPL_io_pins=96
export IMPL_rows=22
export IMPL_dieArea_um2=6560
export IMPL_fp_coreArea_um2=3630
export IMPL_cp_arrival_ns=2.48
export IMPL_setup_violations_final=0
export IMPL_area_leaders="buf_4, a21o_1, and2_1, a21oi_2, a22o_1"
export IMPL_antenna_left=0
export IMPL_first_iter_violations=48
export IMPL_yosys_warnings=2
export IMPL_yosysChipArea_um2=787
export IMPL_max_freq_mhz=318
export IMPL_start_kind="input pin"
export IMPL_ys_cells=109
export IMPL_tns_ns=0
export IMPL_vias=947
export IMPL_hpwl_um=2960
export IMPL_slew_viol_final=0
export IMPL_ctsHoldBuffers=0
export IMPL_tool_warnings=32
export IMPL_synth_cell_area_um2=787
export IMPL_cts_resized_gates=0
export IMPL_chipHeight_um=81
export IMPL_avgSynthCellArea_um2=7.22
export IMPL_hp_start="inst[2]"
export IMPL_drc_errors=0
export IMPL_flop_area_um2=0
export IMPL_grt_overflow=0
export IMPL_grt_max_degree=14
export IMPL_fp_util_pct=21.7
export IMPL_finalHoldViolCount=0
export IMPL_crit_required_ns=2.64
export IMPL_crit_type="input pin to primary output"
export IMPL_antenna_cells=0
export IMPL_ir_drop_mv=0.0429
export IMPL_worst_pin_slew_ns=0.422
export IMPL_lay_top_count="clkdlybuf4s50_1"
export IMPL_wl_um=3340
export IMPL_wire_per_inst_um=15.2
export IMPL_first_pass_iters=4
export IMPL_cts_setup_buffers=0
export IMPL_synthCells=109
export IMPL_layoutNonFillerInstCount=220
## worst max-delay path: stages
cell and delay, ns:
clkdlybuf4s50_1 0.52, nand2_2 0.14, nor2_1 0.18, o2111a_1 0.39, a21o_1 0.13, clkdlybuf4s50_1 0.46
## metal layers
metal | track usage [%] | share of wire [%] | vias up
met4 | 0 | 0 | 0
li1 | - | - | 484
met3 | 1.11 | 4.5 | 0
met2 | 17.7 | 56 | 24
met1 | 11.6 | 39 | 439
met5 | 0 | 0 | -
## logic make-up after synthesis
| group | synth area share, % |
|---|---|
| muxes | 1.27 |
| buffers and inverters | 38.5 |
| and+or+nand+nor | 25.0 |
| AOI/OAI and AO/OA | 35.3 |
## cell usage after synthesis
library cell and number:
and3b_1 2, nor2_1 5, nor2_2 1, nand2_2 1
o21ai_0 1, a21oi_2 4, and2_1 7, or3_1 1
o2111a_1 1, nor2b_4 1, nand2_1 5, o21ai_2 1
o311ai_0 2, buf_4 34, buf_2 2, o21ai_1 1
nand3_1 4, inv_1 1, a21o_1 19, a21oi_1 2
nor3_2 1, nand4b_1 1, mux2i_1 1, buf_6 3
a22o_1 4, nor3_1 2, nor3_4 1, o211ai_1 1
## metrics by stage
step	hold WS, ns	util [%]	area (µm²)	setup WS (ns)	power [µW]
floorplan	1.38	-	787	1.22	52.8
global placement	2.16	42.8	1550	0.0925	131
detailed placement	2.15	42.8	1550	0.0623	131
CTS	2.16	42.8	1550	0.0575	132
global route	2.00	43.1	1570	0.0315	141
finish	1.97	43.1	1570	0.158	129
## power breakdown
group | internal (µW) | total, µW | switching (µW) | leakage, µW
Clock | 0 | 0 | 0 | 0
Sequential | 0 | 0 | 0 | 0
Combinational | 89.9 | 129 | 39.4 | 0.000754
Total | 89.9 | 129 | 39.4 | 0.000754
## final cells by class
cell class         count  area, µm²  area share (%)
inverters              1       3.75           0.240
multi-input cells     69        485            31.0
well taps             48       60.1            3.84
repair buffers       102       1020            64.9
## worst max path at each step
stage	from	endpoint	slack, ns	cells past startpoint
finish	inst[1]	imm32[13]	0.16	6
global route	inst[5]	imm32[11]	0.03	7
CTS	inst[6]	imm32[20]	0.06	7
Power and IR drop assume default switching activity.
