===== ./config.mk =====
export PLATFORM = sky130hd
export DESIGN_NAME = board_top
export DESIGN_NICKNAME = board_top
export VERILOG_FILES = /design/flow/design.v
export SDC_FILE = /design/flow/constraint.sdc
export NUM_CORES = 4
export LEC_CHECK = 1
export CORE_UTILIZATION = 40

===== ./design.v =====
module alu (
    ALU_OP, ALU_A, ALU_B, ALU_F,
    ZF, CF, OF, SF
);
input  [3:0]  ALU_OP;      
input  [31:0] ALU_A;      
input  [31:0] ALU_B;       
output reg  [31:0] ALU_F;
output        ZF;            
output        CF;            
output        OF;            
output        SF;            
reg C32 = 1'b0;
always @(ALU_OP, ALU_A, ALU_B)
begin
    case (ALU_OP)
        4'b0000: begin   
            {C32, ALU_F} = ALU_A + ALU_B;
        end
        4'b0001: begin   
            {C32, ALU_F} = {1'b0, ALU_A << ALU_B[4:0]};
        end
        4'b0010: ALU_F = ($signed(ALU_A) < $signed(ALU_B)) ? 32'd1 : 32'd0;   
        4'b0011: ALU_F = (ALU_A < ALU_B) ? 32'd1 : 32'd0;   
        4'b0100: ALU_F = ALU_A ^ ALU_B;            
        4'b0101: begin   
            {C32, ALU_F} = {1'b0, ALU_A >> ALU_B[4:0]};
        end
        4'b0110: ALU_F = ALU_A | ALU_B;            
        4'b0111: ALU_F = ALU_A & ALU_B;            
        4'b1000: begin   
            {C32, ALU_F} = ALU_A - ALU_B;
        end
        4'b1101: begin   
            {C32, ALU_F} = {ALU_A[31], $signed(ALU_A) >>> ALU_B[4:0]};
        end
        default: {C32, ALU_F} = 33'b0;
    endcase
end
assign ZF = (ALU_F == 32'd0);
assign SF = ALU_F[31];
assign CF = (ALU_OP == 4'b0000) ? C32 :
            (ALU_OP == 4'b1000) ? ~C32 : 1'b0;
assign OF = ALU_A[31] ^ ALU_B[31] ^ C32 ^ ALU_F[31];
endmodule
`timescale 1ns / 1ps
module board_top(
    clk, swb, sw,
    led, seg, which, enable
);
input            clk;
input   [1:4]    swb;
input   [1:32]   sw;
output  [1:4]    led;
output  [7:0]    seg;
output  [2:0]    which;
output reg enable = 1;
multi_alu alu_lab (
    .clk(clk),
    .rst_n(swb[4]),
    .clk_A(swb[1]),
    .clk_B(swb[2]),
    .clk_F(swb[3]),
    .sw(sw),
    .FR(led[1:4]),
    .seg(seg),
    .which(which)
);
endmodule
module multi_alu (
    clk, clk_A, clk_B, clk_F, rst_n,
    sw, FR, seg, which
);
input         clk;
input         clk_A;
input         clk_B;
input         clk_F;
input         rst_n;    
input  [31:0] sw;
output [3:0]  FR;
output [7:0] seg;
output [2:0] which;
wire [31:0] alu_a;
wire [31:0] alu_b;
wire [31:0] alu_f;
wire [3:0]  alu_op = sw[3:0];
wire [3:0]  alu_fr;
wire [31:0] F;
alu ALU (
    .ALU_OP(alu_op),
    .ALU_A(alu_a),
    .ALU_B(alu_b),
    .ZF(alu_fr[3]),
    .SF(alu_fr[2]),
    .OF(alu_fr[1]),
    .CF(alu_fr[0]),
    .ALU_F(alu_f)
);
reg_b32 A (
    .clk(clk_A),
    .rst_n(rst_n),
    .d(sw),
    .q(alu_a)
);
reg_b32 B (
    .clk(clk_B),
    .rst_n(rst_n),
    .d(sw),
    .q(alu_b)
);
reg_b32 result_reg (
    .clk(clk_F),
    .rst_n(rst_n),
    .d(alu_f),
    .q(F)
);
reg_b4 flag_reg (
    .clk(clk_F),
    .rst_n(rst_n),
    .d(alu_fr),
    .q(FR)
);
display display_inst (
    .clk(clk),
    .data(F),
    .which(which),
    .seg(seg)
);
endmodule
`timescale 1ns / 1ps
module display(clk, data, which, seg,
    count, digit);  
    input clk;  
    input [32:1] data;  
    output reg [2:0] which = 0;  
    output reg [7:0] seg;  
    output reg [10:0] count = 0;  
    always @(posedge clk) count <= count + 1'b1;
    always @(negedge clk) if (&count) which <= which + 1'b1;
    output reg [3:0] digit;  
    always @* case (which)
        0: digit <= data[32:29];  
        1: digit <= data[28:25];
        2: digit <= data[24:21];
        3: digit <= data[20:17];
        4: digit <= data[16:13];
        5: digit <= data[12:09];
        6: digit <= data[08:05];
        7: digit <= data[04:01];  
    endcase
    always @* case (digit)  
        4'h0: seg <= 8'b0000_0011;  
        4'h1: seg <= 8'b1001_1111;  
        4'h2: seg <= 8'b0010_0101;
        4'h3: seg <= 8'b0000_1101;
        4'h4: seg <= 8'b1001_1001;
        4'h5: seg <= 8'b0100_1001;
        4'h6: seg <= 8'b0100_0001;
        4'h7: seg <= 8'b0001_1111;
        4'h8: seg <= 8'b0000_0001;
        4'h9: seg <= 8'b0000_1001;
        4'hA: seg <= 8'b0001_0001;
        4'hB: seg <= 8'b1100_0001;
        4'hC: seg <= 8'b0110_0011;
        4'hD: seg <= 8'b1000_0101;
        4'hE: seg <= 8'b0110_0001;
        4'hF: seg <= 8'b0111_0001;
    endcase
endmodule  
module reg_b32 (
    clk, rst_n, d, q
);
input         clk;
input         rst_n;
input  [31:0] d;
output reg  [31:0] q;
always @ (negedge rst_n or posedge clk)
begin
    if (!rst_n)
        q <= 32'b0;
    else
        q <= d;
end
endmodule
module reg_b4 (
    clk, rst_n, d, q
);
input         clk;
input         rst_n;
input  [3:0] d;
output reg  [3:0] q;
always @ (negedge rst_n or posedge clk)
begin
    if (!rst_n)
        q <= 4'b0;
    else
        q <= d;
end
endmodule

===== ./constraint.sdc =====
current_design board_top

set clk_period 5.9
set clk_io_pct 0.2

create_clock -name clk0 -period $clk_period [get_ports {clk}]
create_clock -name clk1 -period $clk_period [get_ports {swb}]

set non_clock_inputs [all_inputs -no_clocks]
set_input_delay [expr $clk_period * $clk_io_pct] -clock clk0 $non_clock_inputs
set_output_delay [expr $clk_period * $clk_io_pct] -clock clk0 [all_outputs]

===== ./run.sh =====
#!/bin/bash
# OpenROAD 26Q1-2900-gdf79404cd8, Yosys 0.63+post, stock flow scripts
make -C /OpenROAD-flow-scripts/flow DESIGN_CONFIG=/design/flow/config.mk WORK_HOME=/design/flow/orfs finish

==> ci_impl_report.md <==
## Implementation flow summary

| Metric | Value |
|---|---|
| Top-area cell share | 0.183 |
| Top delay family on crit path | AND-OR/OR-AND gates |
| Internal power | roughly 2.2 mW |
| Mapped Cells | between 1,500 and 2,000 |
| Slew @ Worst Pin | 0.907 ns |
| Setup crit end kind | output pin |
| Gr busiest metal | met2 |
| DRC viols | 0 |
| Slowest cell on the critical path | edfxtp_1 |
| Place WS | -0.865 ns |
| Non-Filler Instances | 2,203 |
| Fin util | 0.466 |
| Reg-to-reg endpoint | alu_lab.flag_reg.q[3]$_DFF_PN0_ |
| Largest net degree at the start of global routing | approximately 50 |
| Clock network power share | 0.430 |
| Drt first pass iters | 7 |
| FA/HA/MAJ Cells, Area Fraction | 0.108 |
| Failing checks | negative hold slack, negative setup slack |
| RSZ-0062 raised after global routing | true |
| Post-Place Cells | ~2,100 |
| Final hold violation count | roughly 99 |
| Power density over cell area | between 200 and 250 nW/um2 |
| RR Startpoint | alu_lab.B.q[2]$_DFF_PN0_ |
| Power Total | 3.52 mW |
| Vias per inst | around 6.5 |
| Comb pwr share | 0.323 |
| FF-to-FF setup slack | roughly 0.94 ns |
| Top cells, area | dfrtp_1 18%, ha_1 11%, mux4_2 5.5% |
| Register pins left without a clock | 1 |
| Layout cells sized above 1 | 0.158 |
| Met3 usage | 0.131 |
| GRT Residual Overflow | 0 |
| Max Clock Skew | 0.0846 ns |
| Synth Warn # | 5 |
| Count of library flops with an enable pin | 3 |
| P_leak | 6.60 nW |
| Core area | between 30,000 and 40,000 um2 |
| Most numerous cell in the Yosys netlist | nand2_1 |
| Fill cells | approximately 3,200 |
| Main logic family | AND-OR/OR-AND gates |
| # hold bufs at CTS | 0 |
| GR Util met1 | 0.538 |
| Worst Path Buf+Inv | 3 |
| I/O Pins | approximately 53 |
| Endpoints left unconstrained | 1 |
| Site row count | 67 |
| Post-Syn Area per Cell | 8.00 um2 |
| WS Path Type | reg2out |
| Sequential Power Share | 0.247 |
| Hold WS | -0.263 ns |
| Max cap viols | 0 |
| CP cell instances | inv_1, ha_1, and2_4, a222oi_1, nand2_1, mux2_4, o22ai_4, buf_6, or2_4, o22ai_2, a31oi_1, buf_2 |
| HP Class | clk2async |
| Ys flop type | dfrtp_1 |
| Rel. slew slack | 0.380 |
| CTS tree | built |
| GR Util met2 | 0.550 |
| P_sw | 1.35 mW |
| Critical path depth | 12 |
| AO/OA Area Share | 0.254 |
| CP Max Fanout | 6 |
| HPWL Detailed | just under 50,000 um |
| Simple-Gate Area Share | 0.198 |
| Cell Area, Synth | about 14,000 um2 |
| Clock transition at path regs | 0.05 ns |
| Vias | about 14,000 |
| Overall die width | 186 um |
| Ys cells | 1,696 |
| Antenna violations before repair | 3 |
| Top cells by count, synth | 166 x nand2_1, 161 x nor2_1, 127 x a21oi_1 |
| Overall Global Routing Usage | 0.385 |
| Sw frac | 0.383 |
| First-pass GRT wire length | slightly above 90,000 um |
| Drt wl/cell | between 20 and 30 um |
| Arr. time, crit path | around 5.7 ns |
| Status | finished with violations |
| DRT antenna net count | 0 |
| Final WS setup | -0.993 ns |
| Final setup viols | 7 |
| Die span in y | ~190 um |
| Ys async rst share | 0.868 |
| Worst path required time | 4.72 ns |
| Reg2Reg Depth | 14 |
| Layout overhead on the synthesized area | 15.0% |
| Cell Type Count | between 100 and 150 |
| Area leader, netlist | dfrtp_1 |
| Floorplan utilization | 0.406 |
| Vias in the first global route | roughly 14,000 |
| Detailed-route wire length | 63,600 um |
| Max Slew Vio Count | 0 |
| Drt first-iter violations | 1,479 |
| Gp weighted congestion | 1.10 |
| Die area | roughly 35,000 um2 |
| Yosys reg bits | approximately 110 |
| CP max stage delay | 0.41 ns |
| # port buffers | about 46 |
| CP Launch Type | flop |
| Synthesis area per yosys | between 10,000 and 15,000 um2 |
| XOR/XNOR Fraction of Synth Area | 0.0187 |
| VDD IR max | ~0.00017 V |
| OpenROAD warning count | 273 |
| Mux area share | 0.131 |
==> power groups by stage <==
stage	sequential, mW	clock, mW	combinational (mW)
after CTS	0.865	1.88	1.09
after global routing	0.870	1.94	1.21
final	0.869	1.51	1.14
==> placed cells by master (no fill, tap or decap), types with 12 or more instances in the layout <==
cell type        count
a21oi_1            125
nand3_1             34
clkdlybuf4s50_1     37
clkbuf_16           27
inv_1              105
nor4_1              19
mux4_2              33
o211ai_1            21
o221ai_1            12
a31oi_1             20
and3_1              18
xnor2_1             26
dfrtp_1             95
mux2_2              32
nand2b_1            22
nor2b_1             16
ha_1               108
a21o_1              16
a211oi_1            28
nor2_1             160
o31ai_1             21
buf_4               79
o21ai_0            102
nand2_1            165
a221oi_1            18
o22ai_1             29
mux2i_1             40
nor3_1              45
==> repair_timing <==
action / CTS / global route
endpoints found under the setup margin: 7 / 7
resized: 42 / 7
pin swaps: 15 / 7
setup buffers: 19 / 5
==> how the worst max path moves through the flow <==
| stage | startpoint | end | slack [ns] |
|---|---|---|---|
| after CTS | alu_lab.display_inst.which[0]$_DFFE_NP_ | seg[7] | -0.95 |
| after global routing | alu_lab.display_inst.which[1]$_DFFE_NP_ | seg[7] | -1.17 |
| final | alu_lab.display_inst.which[1]$_DFFE_NP_ | seg[7] | -0.99 |
==> flip-flops by register name (all words and copies together), names as in the netlist <==
name	flops
alu_lab.A.q	32
alu_lab.display_inst.count	11
alu_lab.flag_reg.q	4
alu_lab.ALU.C32	1
alu_lab.display_inst.which	3
alu_lab.B.q	32
alu_lab.result_reg.q	31
==> cell families after synthesis <==
group / after synthesis
simple gates: 561
compound gates: 518
buf+inv: 234
mux: 123
fa+ha+maj: 116
flops: 113
xor+xnor: 29
other cells: 1
latches: 1
==> layout make-up <==
type	instances	area (um2)	share of cell area
antenna	1	2.50	0.000160
sequential	114	2810	0.180
tap	448	561	0.0359
inverter	108	408	0.0261
multi-input combinational	1349	9770	0.626
clock inverter	13	179	0.0115
timing repair buffer	136	1140	0.0731
clock buffer	34	726	0.0465
==> routing by layer <==
layer  wire, um  part of all wire
met1      26700              0.42
met4       2930             0.046
met3       6530              0.10
met2      27400              0.43
met5         38           0.00060
==> metrics by stage <==
stage                     TNS [ns]  area (um2)
after floorplan              -1.58       13700
after global placement       -5.47       14500
after detailed placement     -5.73       14500
after CTS                    -6.31       15500
after global routing         -7.67       15600
final                        -6.61       15600
Power and IR drop assume default switching activity.
